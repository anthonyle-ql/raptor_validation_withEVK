`/design/flow/design.v`:
```
module ONION_BREATHE (
    period,
    clk,
    reset,
    BREATHE_o,
);
input       wire    [23:0]  period              ;  
input       wire            clk                 ;
input       wire            reset               ;
output      wire            BREATHE_o           ;
reg [23:0] next_ctr;                     
reg [7:0] duty_ctr;                      
reg [7:0] duty_cycle;                    
reg inhale;                              
reg output_state;                        
assign BREATHE_o = output_state;     
always@ (posedge clk or negedge reset)
if (!reset)
begin
    next_ctr <= 0;
end
else
begin
    if(next_ctr == period)
    begin
        next_ctr <= 0;
    end
    else
    begin        
        next_ctr <= next_ctr + 1;
    end
end
always@ (posedge clk or negedge reset)
if (!reset)
    duty_cycle <= 8'd0;
else if(next_ctr == period)
    duty_cycle <= duty_cycle + 8'd1;
always@ (posedge clk or negedge reset)
if (!reset)
    duty_ctr <= 8'd0;
else
    duty_ctr <= duty_ctr + 8'd1;
always@ (posedge clk or negedge reset)
if (!reset)
    inhale <= 1'b1;
else if ((next_ctr == period) && &duty_cycle)  
begin
    inhale <= ~inhale;
end
always@ (posedge clk or negedge reset)
if (!reset)
    output_state <= 1'b0;
else if (inhale)
    output_state <= (duty_ctr < duty_cycle);
else
    output_state <= (duty_ctr > duty_cycle);
endmodule
```
`/design/flow/run.sh`:
```
#!/bin/bash
# OpenROAD 26Q1-2900-gdf79404cd8, Yosys 0.63+post, stock flow scripts
make -C /OpenROAD-flow-scripts/flow DESIGN_CONFIG=/design/flow/config.mk WORK_HOME=/design/flow/orfs finish
```
`/design/flow/constraint.sdc`:
```
current_design ONION_BREATHE

set clk_period 8.3
set clk_io_pct 0.2

create_clock -name clk0 -period $clk_period [get_ports {clk}]

set non_clock_inputs [all_inputs -no_clocks]
set_input_delay [expr $clk_period * $clk_io_pct] -clock clk0 $non_clock_inputs
set_output_delay [expr $clk_period * $clk_io_pct] -clock clk0 [all_outputs]
```
`/design/flow/config.mk`:
```
export PLATFORM = sky130hd
export DESIGN_NAME = ONION_BREATHE
export DESIGN_NICKNAME = ONION_BREATHE
export VERILOG_FILES = /design/flow/design.v
export SDC_FILE = /design/flow/constraint.sdc
export NUM_CORES = 4
export LEC_CHECK = 1
export CORE_UTILIZATION = 30
```
==> results.json <==
{
  "cts_tree": "yes",
  "edf_count": 0,
  "p_leak_nw": 1.21,
  "async_flop_share_pct": 100,
  "ys_warn_count": 1,
  "power.density_mw_per_mm2": 132,
  "grtUsageTotal_pct": 12.3,
  "maxSlewHeadroom_pct": 64.0,
  "cp_slowest_stage_delay_ns": 0.44,
  "drtIter0Drc": 37,
  "vias_per_cell": 4.47,
  "worst_ep_arrival_time_ns": 3.64,
  "criticalPathCategory": "primary input to flop",
  "crit_path_frequent_cell": "nand4_1",
  "worstPathMaxFanout": 34,
  "chip_area_mm2": 0.00802,
  "rows": 31,
  "tightest_slew_ns": 0.539,
  "r2r_cells": 7,
  "setup_viol": 0,
  "cts_sinks": 42,
  "wirelength_mm": 4.31,
  "ys_seq_share_pct": 45.8,
  "grt_max_degree": 43,
  "maxSlewViolCount": 0,
  "fmax_mhz": 289,
  "die_y_um": 89.6,
  "pre_cts_slack_ns": 4.53,
  "worstSkewPairLatency_ns": 0.29,
  "grt_pass1_vias": 1627,
  "synthTopCellsByArea": "dfrtp_1 45%, xor2_1 13%, xnor2_1 9.9%, ha_1 6.0%, nor2_1 4.7%",
  "ys_types": 26,
  "cp_num_cells": 8,
  "antenna_cells_inserted": 0,
  "cts-resized-gates": 0,
  "routed-via-count": 1593,
  "htree_levels": 2,
  "holdPathStages": 1,
  "cp.required_ns": 8.48,
  "core_area_mm2": 0.00733,
  "io_buffers": 26,
  "worstHoldPathType": "flop to flop",
  "fin_setup_tns_ns": 0,
  "startpoint_type": "primary input",
  "path_buffers": 2,
  "avgRoutedWirePerCell_um": 12.1,
  "fill_cells": 716,
  "rsz0062_at_grt": "no",
  "synth.avg_cell_area_um2": 10.2,
  "skew_ns": 0.00833,
  "clk_pin_slew_ns": 0.08,
  "post-route-drc-count": 0,
  "fin_crit_ns": 3.46,
  "lay_top_cells": "41 x dfrtp_1, 34 x xor2_1, 29 x nor2_1",
  "top_area_share_pct": 44.6,
  "area_growth_pct": 19.9,
  "hold_buffers": 0,
  "antenna_found_initial": 0,
  "mostFrequentLayoutCell": "dfrtp_1",
  "cts_buffers": 5,
  "timing.final.crit_share_pct": 41.7,
  "critPathCaptureType": "flop",
  "dp_hpwl_mm": 3.20,
  "cts_setup_buffers": 0,
  "crit_path_cell_trace": "clkdlybuf4s50_1 -> xor2_1 -> nor4_1 -> nand4_1 -> nor3_4 -> buf_4 -> nand4_1 -> xnor2_1",
  "warnings": 25,
  "timing.final.ws_setup_ns": 4.84,
  "finalHoldViolations": 0,
  "clock_path_buffers": 2,
  "outcome": "finished, final reports clean",
  "fp_util_pct": 31.4,
  "dr.pass1.iters": 4,
  "layout-drive-gt1-share_pct": 5.06,
  "slowest_stage": "clkdlybuf4s50_1",
  "ir_drop_mv": 0.0573,
  "top_area_cell": "dfrtp_1",
  "ant_nets": 0,
  "fp.dieW_um": 89.6,
  "ys_cells": 225,
  "gp_congestion": 0.802,
  "grt_pass1_wl_mm": 7.50,
  "io_pins": 27,
  "netlist_instances": 225,
  "overflow": 0,
  "max_cap_violations": 0,
  "ys_area_mm2": 0.00230,
  "cp_top_family": "simple AND/OR/NAND/NOR gates",
  "ys_seq_elements": 42,
  "syn_area_mm2": 0.00230,
  "ff_type": "dfrtp_1",
  "cts-root-buf": "clkbuf_8"
}
==> final timing paths <==
kind	from	endpoint	slack, ns
max in group asynchronous	reset	inhale	6.49
min in group asynchronous	reset	next_ctr[8]	1.43
worst max register to register	next_ctr[16]	duty_cycle[7]	6.19
worst min register to register	duty_cycle[4]	duty_cycle[4]	0.48
worst max-delay path	period[16]	duty_cycle[7]	4.84
worst min-delay path	duty_cycle[4]	duty_cycle[4]	0.48
==> state kept, by name, summed over array words and instances (netlist names) <==
register and count:
inhale 1, output_state 1, next_ctr 24, duty_ctr 8, duty_cycle 8
==> stage by stage <==
stage	cells	power [mW]	utilization [%]	cell area, µm²	hold WS (ns)
final	356	0.363	37.6	2760	0.480
after floorplan	225	0.214	-	2300	0.445
after detailed placement	348	0.232	36.4	2670	0.469
after CTS	356	0.368	37.6	2760	0.485
after global routing	356	0.378	37.6	2760	0.509
after global placement	348	0.232	36.4	2670	0.462
==> cell usage after synthesis, types with 2 or more instances <==
master    n
and4_1    3
a21oi_1   2
a21o_1    2
xor2_1   34
inv_1    10
dfrtp_1  41
o21ai_0   4
nor2_1   29
nor4_1    4
nand3_1  10
xnor2_1  26
ha_1     11
nor2b_1   3
buf_2     3
nand2_1  12
nand4_1  16
and2_1    2
and3_1    5
==> power by group <==
group / leakage [nW] / switching [mW] / internal (mW) / total, mW
clock: 0.0455 / 0.0675 / 0.0679 / 0.135
combinational: 0.618 / 0.00914 / 0.0136 / 0.0227
sequential: 0.543 / 0.0000766 / 0.204 / 0.205
==> per-layer routing <==
layer | vias to the layer above | part of all wire [%] | track usage [%] | wire [µm]
li1 | 809 | - | - | -
met1 | 766 | 52 | 19.2 | 2240
met2 | 13 | 45 | 19.4 | 1940
met3 | 5 | 1.7 | 1.50 | 75
met4 | 0 | 1.5 | 1.30 | 63
met5 | - | 0 | 0 | 0
==> logic make-up (layout without fill, tap and decap cells) <==
group,after synthesis,after routing,synth area share (%)
mux,1,1,0.435
buf+inv,14,46,2.77
fa+ha+maj,11,11,5.98
compound gates,8,8,1.96
simple gates,89,89,20.2
xor+xnor,60,60,22.9
flops,42,42,45.8
==> final cells by class <==
class                   count  area, µm²  area share (%)
clock buffers               8       90.1            3.27
inverters                  10       37.5            1.36
multi-input cells         169       1180            42.9
flip-flops and latches     42       1050            38.2
well taps                  99        124            4.49
repair buffers             28        270            9.80
No activity file was given, so power comes from the tool's default toggle rates.
