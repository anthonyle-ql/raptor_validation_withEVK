$ cat design/flow/run.sh
#!/bin/bash
# OpenROAD 26Q1-2900-gdf79404cd8, Yosys 0.63+post, stock flow scripts
make -C /OpenROAD-flow-scripts/flow DESIGN_CONFIG=/design/flow/config.mk WORK_HOME=/design/flow/orfs finish
$ cat design/flow/config.mk
export PLATFORM = sky130hd
export DESIGN_NAME = ONION_PWM
export DESIGN_NICKNAME = ONION_PWM
export VERILOG_FILES = /design/flow/design.v
export SDC_FILE = /design/flow/constraint.sdc
export NUM_CORES = 4
export LEC_CHECK = 1
export CORE_AREA = 10 10 80 80
export DIE_AREA = 0 0 90 90
$ cat design/flow/constraint.sdc
current_design ONION_PWM

set clk_period 2.7
set clk_io_pct 0.2

create_clock -name clk0 -period $clk_period [get_ports {clk}]

set non_clock_inputs [all_inputs -no_clocks]
set_input_delay [expr $clk_period * $clk_io_pct] -clock clk0 $non_clock_inputs
set_output_delay [expr $clk_period * $clk_io_pct] -clock clk0 [all_outputs]
$ cat design/flow/design.v
module ONION_PWM (
    duty_cycle,
    clk,
    reset,
    PWM_o
);
parameter PWM_RESOLUTION_BITS = 8;
input       wire    [PWM_RESOLUTION_BITS-1:0]       duty_cycle          ;
input       wire                                    clk                 ;
input       wire                                    reset               ;
output      wire                                    PWM_o               ;
reg [PWM_RESOLUTION_BITS-1:0]   clk_counter;
reg                             PWM_o_state;
always@ (posedge clk or negedge reset)
    if (!reset)
        clk_counter <= 0;
    else
        clk_counter <= clk_counter + 1;
always@ (posedge clk or negedge reset)
    if (!reset)
        PWM_o_state <= 1'b0;
    else
        PWM_o_state <= (clk_counter <= duty_cycle);
assign PWM_o = PWM_o_state;
endmodule
==> run summary <==
The synthesis and PnR run went through. Yosys synthesis warning count landed at 1. Number of enable flip-flop cells landed at 0. Count of standard-cell rows landed at 25. Setup repair after global routing left no endpoint under its margin. For this run, the leading register cell type out of synthesis is dfrtp_1. Maximum clock frequency landed at 608 MHz. TritonCTS buffer count landed at 3. Number of global-route vias before repair landed at 370.

Number of distinct library cell variants in the gate-level netlist after synthesis landed at 15. Post-layout minimum cycle time landed at 1.64 ns. Number of buffers inserted by post-CTS setup repair landed at 0. Total of cells resized after clock tree synthesis landed at 0.

Area of combinational cells with multiple inputs landed at 262 sq um. Worst-path maximum fanout landed at 2. Total setup violations reported at the end of the flow landed at 0. Async set-or-reset flop fraction in the synthesized netlist landed at 100%. The most critical min-delay path falls under register to register. The run finished with clean final reports. Ranking logic cells in the layout by count gives the top entries clkdlybuf4s50_1, dfrtp_1, ha_1.

Total number of clock tree sinks landed at 9. In this run the horizontal extent of the chip is 90 microns. The violation tally recorded at the end of detailed-routing iteration 0 is 2.

Final hold slack landed at 0.479 ns. Dividing the final minimum period by the clock period gives 60.9%. In this design, the largest share of critical-path delay is due to buffers and inverters. The report lists the power per cell area as 427 mW/mm^2. Placeable core region landed at 0.00472 sq mm.

Once synthesis finished, the tally of register bits stood at 9. The congestion estimate from routability-driven global placement came to 0.732. STA classifies the critical path endpoint as a register. The routed layout has 381 vias. Per the power-grid run, VDD falls by no more than 0.149 mV. After detailed routing, the number of remaining DRC violations is 0.

Counting only logic cells after layout, the most numerous master is clkdlybuf4s50_1. Routed via count divided by cell count landed at 2.93. The cell sitting at the root of the clock tree is a clkbuf_8. Entering global routing, the biggest net connects 10 pins.

Global-route wire length before repair landed at 1720 microns. The clock reaches the later pin of the worst-skew pair after 0.23 ns. Half-perimeter wire length after detailed placement landed at 834 microns. The first detailed-routing pass took 4 iterations.

In this run the vertical extent of the chip is 90 microns. The repair_antennas step left the layout with diodes totalling 0. Worst slew margin relative to its limit landed at 73.4%. Number of maximum-capacitance violations landed at 0. Cell total in the yosys stat output landed at 49. Looking at the setup timing report, the critical path kind is input pin to register.

The stage logs contain a warning count of 25. Number of buffers inserted for hold repair after clock tree synthesis landed at 0. Overall track demand over capacity in global routing landed at 2.55%. The worst setup path is launched from an input pin.

Worst clock skew on the final layout landed at 0.00277 ns. The clock passes through at most 2 buffers. Fraction of final layout cells sized beyond drive strength 1 landed at 4.76%. Initial antenna violation count landed at 0. Average wire per cell in the routed design landed at 7.76 microns. Along the critical path, the tally of buffer and inverter instances is 2.

Dividing the synthesized area by the synthesized cell count gives 10.5 sq um. The synthesized netlist has a Yosys-reported chip area of 517 sq um. After synthesis, flip-flops and latches occupy 43.6% of the total area.

The final layout reports a setup TNS of 0 ns. In this run the static leakage power is 0.332 nW. Buffers placed on the I/O ports in this run total 10.

Looking at the max-slew report, the worst-margin pin has a slew of 0.397 ns. TritonCTS built the clock tree. Full die area landed at 0.00810 sq mm. Per STA, the worst path is made up of clkdlybuf4s50_1, inv_1, ha_1, nor2b_1, o211ai_1, a21oi_1, o22ai_1.

The slowest stage of the critical path belongs to the cell clkdlybuf4s50_1. Relative area change from synthesis to final layout landed at 44.3%. The routed design has 1010 microns of wire. After synthesis the cells add up to 517 sq um.

Instance count of the mapped netlist landed at 49. Endpoints failing hold in the final report were tallied at 0. Clock edge transition at the registers on the reported setup and hold paths landed at 0.04 ns. Looking at the clock tree report, the H-tree level count equals 1. Among all stages on the critical path, the maximum delay recorded is 0.45 ns.

The sequential cells in the finished layout cover a total of 225 sq um. Count of pins over their slew limit landed at 0. Remaining antenna violation count landed at 0.

STA puts the critical path data arrival time at 1.79 ns. The total overflow left after global routing is 0. According to the timing report, the data required time at the worst endpoint equals 2.85 ns. In the final layout, the fill cell count is 522. Once the floorplan was initialized, standard cells occupied 10.9% of the core.

In this run the count of I/O pins placed on the die edge is 11.
==> area by class of cell <==
type | instances | share of cell area [%]
clock buffers | 4 | 6.04
flip-flops and latches | 9 | 30.2
well taps | 67 | 11.2
inverters | 8 | 4.03
repair buffers | 10 | 13.4
multi-input cells | 32 | 35.1
==> cell families after synthesis <==
logic type	share of synthesized area (%)
buf+inv	5.81
fa+ha+maj	21.8
simple gates	11.1
xor+xnor	10.2
compound gates	7.51
flops	43.6
==> per-stage QoR <==
| step | cell area [sq um] | setup WS [ns] | util [%] | total power, mW | cells |
|---|---|---|---|---|---|
| floorplan | 517 | 1.34 | - | 0.148 | 49 |
| global placement | 701 | 0.809 | 14.8 | 0.168 | 126 |
| CTS | 746 | 1.05 | 15.8 | 0.321 | 130 |
| global route | 746 | 0.933 | 15.8 | 0.335 | 130 |
| finish | 746 | 1.06 | 15.8 | 0.318 | 130 |
| detailed placement | 701 | 0.814 | 14.8 | 0.168 | 126 |
==> flip-flops by register name, indices dropped and copies added, names as in the netlist <==
name	cells
clk_counter	8
PWM_o_state	1
==> worst register-to-register path: stages (launching register included) <==
cell and delay (ns):
dfrtp_1 0.41, ha_1 0.29, nor2b_1 0.13, o211ai_1 0.16
a21oi_1 0.09, o22ai_1 0.11
==> final timing paths <==
kind	from	endpoint	slack, ns	depth (start not counted)
min in group asynchronous	reset	clk_counter[5]$_DFF_PN0_	0.60	1
max in group asynchronous	reset	clk_counter[3]$_DFF_PN0_	1.81	1
worst max-delay path	duty_cycle[1]	PWM_o_state$_DFF_PN0_	1.06	7
worst max register to register	clk_counter[1]$_DFF_PN0_	PWM_o_state$_DFF_PN0_	1.44	5
worst min register to register	clk_counter[7]$_DFF_PN0_	clk_counter[7]$_DFF_PN0_	0.48	1
worst min-delay path	clk_counter[7]$_DFF_PN0_	clk_counter[7]$_DFF_PN0_	0.48	1
==> Yosys cell counts (2+ instances only) <==
library cell  n  area share, %
nand3_1       2            1.9
a21oi_1       4            3.9
ha_1          9             22
nand4_1       3            3.6
dfrtp_1       9             44
nand2_1       2            1.5
inv_1         8            5.8
xor2_1        2            3.4
xnor2_1       4            6.8
==> power by group <==
| group | internal [mW] | switching [mW] |
|---|---|---|
| registers | 0.136 | 0.000400 |
| logic | 0.0180 | 0.0109 |
| clock network | 0.103 | 0.0499 |
==> layer usage <==
metal,GRT usage (%),vias to the layer above,part of all wire (%)
met5,0,-,0
met4,0.398,0,0.99
met3,1.76,2,9.2
met2,3.45,12,38
met1,3.31,170,52
li1,-,197,-
Power figures rest on the tool's default switching activity, not on a simulated workload.
