### flow/design.v
module cnt32 (
    clk,
    reset,
    cnt32
);
input clk;
input reset;
output [31:0] cnt32;
reg [31:0] cnt32;
always@ (posedge clk or negedge reset)
    if (!reset)
        cnt32 <= 0;
    else
        cnt32 <= cnt32 + 1;
endmodule
### flow/run.sh
#!/bin/bash
# OpenROAD 26Q1-2900-gdf79404cd8, Yosys 0.63+post, stock flow scripts
make -C /OpenROAD-flow-scripts/flow DESIGN_CONFIG=/design/flow/config.mk WORK_HOME=/design/flow/orfs finish
### flow/constraint.sdc
current_design cnt32

set clk_period 5.5
set clk_io_pct 0.2

create_clock -name clk0 -period $clk_period [get_ports {clk}]

set non_clock_inputs [all_inputs -no_clocks]
set_input_delay [expr $clk_period * $clk_io_pct] -clock clk0 $non_clock_inputs
set_output_delay [expr $clk_period * $clk_io_pct] -clock clk0 [all_outputs]
### flow/config.mk
export PLATFORM = sky130hd
export DESIGN_NAME = cnt32
export DESIGN_NICKNAME = cnt32
export VERILOG_FILES = /design/flow/design.v
export SDC_FILE = /design/flow/constraint.sdc
export NUM_CORES = 4
export LEC_CHECK = 1
export CORE_UTILIZATION = 30
==> impl_metrics.toml <==
# generated from flow reports
[pwr]
share_comb_of_total_power_pct = 1.3
part_of_the_total_power_dissipated_in_the_clock_network_pct = 42.9
power.density_mw_per_mm2 = 214.6
power.leakage_nw = 0.8814
pwr-share-seq_pct = 55.8
switching_share_pct = 19.77
total_switching_power_mw = 0.08337
total_power_mw = 0.4218
ir_worst_vdd_mv = 0.09367
p_int_mw = 0.3384

[synth]
synth-warning-count = 1
synth-edff-count = 0
synth-seq-cells = 32
synth.lib_cells_used.distinct = 24
topCellsByArea = "sky130_fd_sc_hd__dfrtp_1 (54%), sky130_fd_sc_hd__xor2_1 (12%), sky130_fd_sc_hd__xnor2_1 (5.9%), sky130_fd_sc_hd__nor4_2 (4.2%), sky130_fd_sc_hd__nand3_1 (3.4%)"
netlist.top_cell.by_instances = "sky130_fd_sc_hd__dfrtp_1"
yosysChipArea_mm2 = 0.001479
syn-cell-area_mm2 = 0.001479
post_synth_most_frequent_cells = "sky130_fd_sc_hd__dfrtp_1 (32), sky130_fd_sc_hd__xor2_1 (20), sky130_fd_sc_hd__nand3_1 (10), sky130_fd_sc_hd__xnor2_1 (10), sky130_fd_sc_hd__nand2_1 (9)"
fraction_of_synthesis_flops_using_an_asynchronous_set_or_reset_pin_pct = 100.0
synthFlopType = "sky130_fd_sc_hd__dfrtp_1"
synth_seq_share_pct = 54.15
syn-instance-count = 127
yosys.area.top_type_share_pct = 54.15
syn-mean-instance-area_um2 = 11.65
ys_cells = 127
yosysTopAreaCell = "sky130_fd_sc_hd__dfrtp_1"

[global_route]
grt_util_all_layers_pct = 12.00
grt_start_max_net_pins = 33
overall_overflow_remaining_after_global_route = 0
grt_first_pass_wirelength_mm = 4.885
grt_pass1_vias = 1035
number_of_antenna_violations_at_the_first_check_in_global_routing = 0

[floorplan]
placement_rows = 25
die_h_um = 72.21
placeableCoreArea_mm2 = 0.004723
floorplan.die_area_mm2 = 0.005214
initCoreUtil_pct = 31.31
die-width_um = 72.21
io_pins = 34

[layout]
layout.filler_cells = 422
sequential_cell_area_um2 = 800.8
comb_area_um2 = 634.4
synthToLayoutAreaGrowth_pct = 32.91
final_cells = 232
layout-drive-gt1-share_pct = 10.30
reg_top3 = "cnt32 (32)"
largest_register_ffs = 32
layout.core_utilization_pct = 41.62
largest_register = "cnt32"

[worst_setup_path]
cpMaxStageDelayCell = "sky130_fd_sc_hd__clkdlybuf4s50_1"
timing.critical_path.required_ps = 4400
path_buffers = 1
cp-start-kind = "flip-flop"
timing.critical_path.arrival_ps = 1240
critPathKind = "flip-flop to output port"
crit_chain = "clkdlybuf4s50_1"
critical_path.max_stage_delay_ps = 510
worst_setup_path_end_kind = "output port"
critical_path.top_delay_family = "buffers and inverters"
crit_path_max_fanout = 6

[sta]
timing_hold_violations_final = 0
slew_headroom_pct = 61.18
fin_tns_setup_ps = 0
unrepaired_setup_endpoints_after_global_routing = "false"
holdWs_ps = 469.1
period_needed_ps = 2336
setup_violations = 0
timing.final.crit_share_pct = 42.47
max_slew.worst_pin.slew_ps = 580.7
maxClockFrequency_ghz = 0.4281
finClkSkew_ps = 6.108
final-max-slew-violation-count = 0

[placed_design]
place_hpwl_mm = 1.923
dp_cells = 224
gp_congestion = 0.7922
io_buffers = 33

[clock_network]
cts_hold_repair.buffers = 0
cts_buffers = 5
clkLatencyLatePin_ps = 280
tritoncts = "yes"
cts.path.max_buffers = 2
cts.reportedPaths.clkPinSlew_ps = 60
postCtsResizedCells = 0
htree_num_levels = 2
cts_root_buffer = "sky130_fd_sc_hd__clkbuf_8"
cts.sink_count = 32
buffers_inserted_by_post_cts_timing_repair = 0

[flow_run]
drv_cap = 0
log.warning_count = 25

[route]
drt_first_iter_violations = 39
antenna_violating_nets_post_route = 0
vias = 1047
antenna_cells_inserted = 0
route.detailed.drc = 0
post_dr_wirelength_cell_um = 12.04
wirelength_mm = 2.794
drt-vias-per-instance = 4.513
firstDrtPassIters = 2

[run_status]
run_status = "complete, no violations"

[min_path]
worstHoldPathType = "flip-flop to flip-flop"
final cells by class:
class	count	share of cell area [%]
clock buffers	8	4.583
inverters	5	0.9548
multi-input cells	86	32.27
flip-flops and latches	32	40.74
well taps	67	4.265
repair buffers	34	17.19
per-layer routing:
layer  global-route usage [%]  up-vias  wire, um
li1                         -      510         -
met1                    18.20      503      1381
met2                    18.28       29      1239
met3                    3.239        5       142
met4                    1.743        0        31
met5                        0        -         0
cell usage in the layout, fill, tap and decap left out:
cell type and n:
sky130_fd_sc_hd__and3_1 2, sky130_fd_sc_hd__and4_1 4, sky130_fd_sc_hd__buf_4 1, sky130_fd_sc_hd__clkbuf_1 2, sky130_fd_sc_hd__clkbuf_8 6, sky130_fd_sc_hd__clkdlybuf4s50_1 33, sky130_fd_sc_hd__dfrtp_1 32, sky130_fd_sc_hd__ha_1 1
sky130_fd_sc_hd__inv_1 5, sky130_fd_sc_hd__nand2_1 9, sky130_fd_sc_hd__nand2b_1 1, sky130_fd_sc_hd__nand3_1 10, sky130_fd_sc_hd__nand3_2 2, sky130_fd_sc_hd__nand4_1 3, sky130_fd_sc_hd__nor2_1 6, sky130_fd_sc_hd__nor3_1 4
sky130_fd_sc_hd__nor3b_1 1, sky130_fd_sc_hd__nor4_1 4, sky130_fd_sc_hd__nor4_2 5, sky130_fd_sc_hd__nor4_4 1, sky130_fd_sc_hd__or2_2 1, sky130_fd_sc_hd__or3_1 1, sky130_fd_sc_hd__or3_4 1, sky130_fd_sc_hd__xnor2_1 10
sky130_fd_sc_hd__xor2_1 20
stage by stage:
stage / instance area [um^2] / setup slack [ps]
final: 1966 / 3164
after global routing: 1966 / 3112
after CTS: 1966 / 3162
after detailed placement: 1876 / 3473
after global placement: 1876 / 3488
after floorplan: 1479 / 3901
cell families (layout without fill, tap and decap cells):
group	Yosys count	count (layout)	share of synthesized area [%]
flops	32	32	54.15
buf+inv	9	47	2.961
xor+xnor	30	30	17.77
fa+ha+maj	1	1	0.8459
simple gates	55	55	24.28
final timing paths:
check,from,to,slack (ps),depth (start not counted)
setup / recovery,cnt32[2],cnt32[2],3160,1
hold / removal,cnt32[31],cnt32[31],470,1
setup reg to reg,cnt32[0],cnt32[30],3600,5
hold reg to reg,cnt32[31],cnt32[31],470,1
max in group asynchronous,reset,cnt32[10],3980,2
min in group asynchronous,reset,cnt32[27],1220,2
power by group through the flow:
stage / clock network [mW] / registers (mW) / logic, mW
6_report: 0.181 / 0.235 / 0.00553
5_1_grt: 0.197 / 0.235 / 0.00681
4_1_cts: 0.188 / 0.235 / 0.00602
Power is estimated from default activity; no workload was simulated.
